<file path="flow/config.mk">
export PLATFORM = sky130hd
export DESIGN_NAME = fpadd_unpipe
export DESIGN_NICKNAME = fpadd_unpipe
export VERILOG_FILES = /design/flow/design.v
export SDC_FILE = /design/flow/constraint.sdc
export NUM_CORES = 4
export LEC_CHECK = 1
export CORE_UTILIZATION = 50
</file>
<file path="flow/constraint.sdc">
current_design fpadd_unpipe

set clk_period 70.6
set clk_io_pct 0.2

create_clock -name clk0 -period $clk_period

set non_clock_inputs [all_inputs -no_clocks]
set_input_delay [expr $clk_period * $clk_io_pct] -clock clk0 $non_clock_inputs
set_output_delay [expr $clk_period * $clk_io_pct] -clock clk0 [all_outputs]
</file>
<file path="flow/design.v">
module fpadd_unpipe(a_x40, b_x40, out_x40);
input[31:0] a_x40, b_x40;
output reg [31:0] out_x40;
reg [7:0]e1_x40, e2_x40, exy_x40;
reg s1_x40, s2_x40, sr_x40, sign_x40;
reg [23:0] m1_x40, m2_x40, mx_x40, my_x40;
reg [24:0] mx_x40y, mx_x40y2;
reg [7:0] diff_x40;
always @ (a_x40 or b_x40) begin
    s1_x40       = a_x40[31];
    s2_x40       = b_x40[31];
    e1_x40       = a_x40[30:23];
    e2_x40       = b_x40[30:23];
    m1_x40[23]   = 1'b1;
    m2_x40[23]   = 1'b1;
    m1_x40[22:0] = a_x40[22:0];
    m2_x40[22:0] = b_x40[22:0];
    if(e1_x40 == e2_x40) begin
        mx_x40   = m1_x40;
        my_x40   = m2_x40;
        exy_x40  = e1_x40+1'b1;
        sign_x40 = s1_x40;
    end else if(e1_x40 > e2_x40) begin
        diff_x40 = e1_x40 - e2_x40;
        mx_x40   = m1_x40;
        my_x40   = m2_x40>>diff_x40;
        exy_x40  = e1_x40+1'b1;
        sign_x40 = s1_x40;
    end else begin
        diff_x40 = e2_x40 - e1_x40;
        mx_x40   = m2_x40;
        my_x40   = m1_x40>>diff_x40;
        exy_x40  = e2_x40 + 1'b1;
        sign_x40 = s2_x40;
    end
    sr_x40 = s1_x40^s2_x40;
    if(sr_x40 == 0) begin
        mx_x40y  = mx_x40 + my_x40;
        sign_x40 = s1_x40;
    end else begin
        mx_x40y  = mx_x40 - my_x40;
    end
    mx_x40y2 = mx_x40y;
    if(s1_x40 == 0 && s2_x40 == 0)
        sign_x40 = 1'b0;
    else if (s1_x40 == 1 && s2_x40 == 1)
        sign_x40 = 1'b1;
    else if (s1_x40 == 0 && s2_x40 == 1)begin
        if(e1_x40 < e2_x40 || ((e1_x40 == e2_x40) && (m1_x40 < m2_x40)))
            sign_x40 = 1'b1;
        else
            sign_x40 = 1'b0;
    end
    else begin
        if(e1_x40 < e2_x40 || ((e1_x40 == e2_x40) && (m1_x40 < m2_x40)))
            sign_x40 = 1'b0;
        else
            sign_x40 = 1'b1;
    end
      repeat(24)
      if (mx_x40y[24] == 0) begin
           mx_x40y = mx_x40y << 1;
           exy_x40 = exy_x40 - 1;
       end
       if (mx_x40y[23:0] == 24'b0000000000000000000000000) begin
           out_x40 = 32'b00000000000000000000000000000000;
       end else begin
           out_x40 = {sign_x40,exy_x40,mx_x40y[23:1]};
       end
end
endmodule
</file>
<file path="flow/run.sh">
#!/bin/bash
# OpenROAD 26Q1-2900-gdf79404cd8, Yosys 0.63+post, stock flow scripts
make -C /OpenROAD-flow-scripts/flow DESIGN_CONFIG=/design/flow/config.mk WORK_HOME=/design/flow/orfs finish
</file>
==> impl_metrics.env <==
# yosys + openroad results
export IMPL_vias_per_cell=6.830
export IMPL_wl_per_cell_um=22.52
export IMPL_cp_end_kind="output pin"
export IMPL_dr_pass1_iters=6
export IMPL_antenna_found_initial=0
export IMPL_fillCellCount=2956
export IMPL_grt_ovfl_total=0
export IMPL_postSynthCellCount=2285
export IMPL_path_class="input port to output pin"
export IMPL_first_iter_violations=1935
export IMPL_syn_area_sq_mm=0.01563
export IMPL_grt_max_degree=40
export IMPL_fmaxAchievable_mhz=20.01
export IMPL_chipArea_sq_mm=0.03196
export IMPL_diodes=0
export IMPL_grt_pass1_vias=16670
export IMPL_post_dp_hpwl_mm=49.35
export IMPL_chipWidth_um=178.8
export IMPL_tightest_slew_ns=1.009
export IMPL_regArea_sq_um=0
export IMPL_core_sq_mm=0.03067
export IMPL_ioPinCount=96
export IMPL_postSynthSeqShare=0
export IMPL_grt_use_total=0.3863
export IMPL_rsz0062_at_grt="no"
export IMPL_maxSlewHeadroom=0.3097
export IMPL_place_gp_congestion=1.082
export IMPL_holdCritPathClass="input port to output pin"
export IMPL_required_ns=56.48
export IMPL_ant_nets=0
export IMPL_drive_above_1_share=0.1051
export IMPL_post_route_util=0.5569
export IMPL_routed_wl_mm=61.45
export IMPL_post_cts_buffers=0
export IMPL_critPathMostFrequentCell="ha_1"
export IMPL_area_growth_pct=9.296
export IMPL_ys_warn_count=1
export IMPL_yosys_area_sq_mm=0.01563
export IMPL_die_h_um=178.8
export IMPL_ff_count=0
export IMPL_postCtsHoldBufs=0
export IMPL_setup_viol=0
export IMPL_grt_pass1_wl_mm=94.91
export IMPL_fin_crit_ns=49.98
export IMPL_cts_resized=0
export IMPL_finalCritPeriodShare=0.7079
export IMPL_ys_cells=2285
export IMPL_fp_util=0.5095
export IMPL_place_ws_ns=21.05
export IMPL_warnings=40
export IMPL_critPathLaunchType="input port"
export IMPL_fin_tns_setup_ns=0
export IMPL_drc_errors=0
export IMPL_drv_slew=0
export IMPL_arrival_ns=35.86
export IMPL_rows=64
export IMPL_cp_slowest_stage_delay_ns=0.77
export IMPL_finalHoldViolCount=0
export IMPL_status="finished, final reports clean"
export IMPL_crit_path_top_delay_cell="a22o_1"
export IMPL_worst_path_max_fanout=29
export IMPL_cap_violations=0
export IMPL_clkbuf_count=0
export IMPL_ys_types=121
export IMPL_dr_total_vias=18630
export IMPL_syn_avg_cell_area_sq_um=6.839
export IMPL_io_buffers=96
export IMPL_lay_top_cells="nor2_1, nand2_1, a21oi_1"
export IMPL_final_setup_worst_slack_ns=20.62
export IMPL_lay_top_count="nor2_1"
==> cell type report <==
type,count,area [sq um],area share
Inverter,82,307.8,0.01802
Multi-Input combinational cell,2091,14840,0.8690
Timing Repair Buffer,159,1434,0.08396
Tap cell,396,495.5,0.02901
==> cells by family after synthesis <==
| family | count (synthesis) | share of synthesized area |
|---|---|---|
| xor+xnor | 182 | 0.1183 |
| fa+ha+maj | 87 | 0.07110 |
| buf+inv | 194 | 0.05301 |
| compound gates | 754 | 0.3483 |
| mux | 138 | 0.1119 |
| simple gates | 930 | 0.2973 |
==> layer usage <==
layer  vias up  share of wire  GRT usage
met2      1011           0.43     0.5893
met3       128          0.098    0.07869
li1       8884              -          -
met4         0          0.031     0.1035
met5         -              0   0.008013
met1      8610           0.44     0.5526
==> synthesized netlist by cell type (all sizes together), types with 11 or more instances <==
master   number  share of area
mux2i        66          0.043
mux4         24          0.035
o211a        11         0.0070
and3         30          0.012
or4          15         0.0074
buf          49          0.018
o31ai        16         0.0089
nor3         81          0.028
nand3        90          0.029
inv          81          0.019
nand2b       33          0.013
o21bai       12         0.0058
mux2         48          0.035
or3          22         0.0094
ha           84          0.067
xor2         58          0.034
o22ai        36          0.015
a21oi       132          0.043
o221ai       15         0.0084
and4         15         0.0084
nor2b        19         0.0076
clkbuf       63          0.015
or2          15         0.0060
o21ai       137          0.044
a21o         34          0.016
nor4         34          0.016
a22oi        23          0.012
a221oi       11         0.0070
a31oi        35          0.016
a21boi       13         0.0065
and2         26          0.010
a2111oi      15          0.011
o2111ai      13         0.0073
a211o        11         0.0062
nand2       239          0.058
o21a         20         0.0096
xnor2       116          0.072
o211ai       42          0.020
a211oi       45          0.023
nor2        245          0.060
nand4        37          0.016
==> per-stage QoR <==
step	std cells	hold WS [ns]	cell area, sq um
final	2728	29.44	17080
after detailed placement	2728	29.44	17080
after global routing	2728	29.46	17080
after CTS	2728	29.44	17080
after floorplan	2285	28.32	15630
after global placement	2728	29.42	17080
==> path summary, 6_finish.rpt <==
| check | cells after the start | end | slack, ns | startpoint |
|---|---|---|---|---|
| hold / removal | 4 | out_x40[31] | 29.44 | b_x40[31] |
| setup / recovery | 82 | out_x40[30] | 20.62 | a_x40[29] |
==> worst max-delay path, delay by kind of cell <==
family          cells  cell delay [ns]
simple gates       26             5.58
compound gates     18             5.59
mux                 9             2.29
fa+ha+maj          17             4.96
xor+xnor            5             1.45
buf+inv             7             1.82
